$ cat flow/run.sh
#!/bin/bash
# OpenROAD 26Q1-2900-gdf79404cd8, Yosys 0.63+post, stock flow scripts
make -C /OpenROAD-flow-scripts/flow DESIGN_CONFIG=/design/flow/config.mk WORK_HOME=/design/flow/orfs finish
$ cat flow/config.mk
export PLATFORM = sky130hd
export DESIGN_NAME = register
export DESIGN_NICKNAME = register
export VERILOG_FILES = /design/flow/design.v
export SDC_FILE = /design/flow/constraint.sdc
export NUM_CORES = 4
export LEC_CHECK = 1
export CORE_AREA = 10 10 80 80
export DIE_AREA = 0 0 90 90
$ cat flow/constraint.sdc
current_design register

set clk_period 1.0
set clk_io_pct 0.2

create_clock -name clk0 -period $clk_period [get_ports {clk}]

set non_clock_inputs [all_inputs -no_clocks]
set_input_delay [expr $clk_period * $clk_io_pct] -clock clk0 $non_clock_inputs
set_output_delay [expr $clk_period * $clk_io_pct] -clock clk0 [all_outputs]
$ cat flow/design.v
package lc3b_types;
typedef logic [15:0] lc3b_word;
typedef logic  [7:0] lc3b_byte;
typedef logic  [8:0] lc3b_offset9;
typedef logic  [5:0] lc3b_offset6;
typedef logic  [2:0] lc3b_reg;
typedef logic  [2:0] lc3b_nzp;
typedef logic  [1:0] lc3b_mem_wmask;
typedef enum bit [3:0] {
    op_add  = 4'b0001,
    op_and  = 4'b0101,
    op_br   = 4'b0000,
    op_jmp  = 4'b1100,    
    op_jsr  = 4'b0100,    
    op_ldb  = 4'b0010,
    op_ldi  = 4'b1010,
    op_ldr  = 4'b0110,
    op_lea  = 4'b1110,
    op_not  = 4'b1001,
    op_rti  = 4'b1000,
    op_shf  = 4'b1101,
    op_stb  = 4'b0011,
    op_sti  = 4'b1011,
    op_str  = 4'b0111,
    op_trap = 4'b1111
} lc3b_opcode;
typedef enum bit [3:0] {
    alu_add,
    alu_and,
    alu_not,
    alu_pass,
    alu_sll,
    alu_srl,
    alu_sra
} lc3b_aluop;
endpackage : lc3b_types
module register #(parameter width = 16)
(
    input clk,
    input load,
    input [width-1:0] in,
    output logic [width-1:0] out
);
logic [width-1:0] data;
initial
begin
    data = 1'b0;
end
always_ff @(posedge clk)
begin
    if (load)
    begin
        data = in;
    end
end
always_comb
begin
    out = data;
end
endmodule : register
==> deck_impl_summary.md <==
Synthesis and Place & Route Summary

Worst setup path
  – Critical path buffers and inverters: 1
  – Instance count on the critical path: 1
  – CP Cell Sequence: buf_2
  – Worst stage delay on the critical path: 0.36 ns
  – Critical Path End: out[1]
  – Crit. End Element: output pin
  – CP Max Fanout: 1
  – Arrival @ worst endpoint: 0.73 ns
  – CP startpoint kind: flip-flop
  – Worst Setup SP: data[1]
  – Crit-path slowest cell: edfxtp_1
  – Setup CP Type: reg2out
  – CP delay by family, top: flip-flops
  – Critical path required time: 0.80 ns

Synth
  – Area leader share: 1.00
  – Largest area contributor in the synthesized netlist: edfxtp_1
  – Netlist cell types: 1
  – Seq share, synth: 1.00
  – Yosys Warn Count: 1
  – # Cells Yosys: 16
  – Top area cell types: edfxtp_1 (100%)
  – Mapped Area: 480 µm²
  – Chip Area, Yosys: 480 µm²
  – Synth Instances: 16
  – Post-synth regs: 16
  – Syn_area_per_cell: 30.0 µm²

Finish
  – Post-Layout Cell Count: 121
  – Reg area: 480 µm²
  – Layout fillers: 512
  – Comb gates: 0
  – Most common logic cells in the final layout: clkdlybuf4s50_1 (17), edfxtp_1 (16), buf_2 (8), clkbuf_2 (8), clkbuf_8 (3)
  – Logic area: 0 µm²
  – Max FFs per register: 16
  – Most numerous logic cell after layout: clkdlybuf4s50_1
  – Layout cells sized above 1: 0.389
  – Area growth, synth to finish: 81.2%

Power
  – Cell internal pwr: 1.16 mW
  – Switching Fraction: 0.159
  – Peak supply drop: 0.000397 V
  – Clk pwr share: 0.320
  – Seq pwr share: 0.589
  – Sw power: 0.218 mW
  – LEAKAGE: 0.319 nW
  – Power Dens Cells: 1580 nW/µm²
  – Comb pwr share: 0.091

Floorplanning
  – Top Ports: 34
  – Cell Rows: 25
  – Die X: 90 µm
  – CORE AREA: 4720 µm²
  – Floorplan utilization: 0.102
  – Chip area: 8100 µm²
  – Vert. Die Dim: 90 µm

Final timing
  – Final setup vio count: 0
  – Slew Viols, Final: 0
  – Final hold vios: 0
  – FMAX: 1080 MHz
  – Hold slack: 0.517 ns
  – Worst setup margin: 0.0746 ns
  – Fin Setup TNS: 0 ns
  – Tmin final: 0.925 ns
  – Max-slew headroom: 0.930
  – Worst Tran Pin Value: 0.105 ns
  – RSZ-0062 raised after global routing: no
  – Period utilization: 0.925

Global routing
  – GR Overflow Total: 0
  – Pin count of the biggest net entering global routing: 9
  – Vias in the first global route: 352
  – Global-route usage over all layers: 0.0312
  – Initial antenna violation count: 0
  – First-pass GRT wire length: 2020 µm

Routing
  – Top sig layer: met4
  – Diodes inserted: 0
  – DRT Wirelength: 1310 µm
  – First-pass DRT Iterations: 2
  – Final ANT Viol Nets: 0
  – Vias: 298
  – Drt initial violations: 6
  – WL met1: 520 µm
  – Met2 Wirelength: 646 µm
  – DR vias/cell: 2.46
  – Drt wl/cell: 10.8 µm
  – DR DRC count: 0
  – Routed wl met3: 93 µm

Job
  – Count of tool warnings: 25
  – Maxcap violations: 0

CTS
  – Root Driver: clkbuf_8
  – CTS max path bufs: 2
  – TritonCTS clock tree: yes
  – Cts hold-fix bufs: 0
  – TritonCTS Buffers: 3
  – Clk sink count: 16
  – Htree depth: 1
  – Clock transition at path regs: 0.05 ns

Placement
  – IO Port Bufs: 33
  – Pre-CTS worst setup slack: -0.152 ns
  – Routability Congestion: 0.661
  – Cell count after placement: 118

Min path
  – Hold crit path type: in2reg

Run status
  – Status: finished, final reports clean
kinds of logic after synthesis:
family,synth area share
flip-flops,1.00
metal layers:
| metal | GRT usage | vias up |
|---|---|---|
| li1 | - | 141 |
| met1 | 0.0391 | 134 |
| met2 | 0.0502 | 21 |
| met3 | 0.00754 | 2 |
| met4 | 0.0133 | 0 |
| met5 | 0 | - |
worst min-delay path by stage:
stage      from  endpoint  slack, ns  cells past startpoint
6_report  in[7]   data[7]       0.52                      1
4_1_cts   in[7]   data[7]       0.51                      1
5_1_grt   in[0]   data[0]       0.51                      1
cell usage after synthesis:
master	instances
edfxtp_1	16
power by group through the flow:
stage	Clock (mW)	Combinational, mW	Sequential (mW)
6_report	0.439	0.125	0.810
5_1_grt	0.506	0.138	0.815
4_1_cts	0.458	0.141	0.811
metrics by stage:
stage | util | cell area, µm² | total power, mW
finish | 0.184 | 871 | 1.37
global route | 0.184 | 871 | 1.46
CTS | 0.193 | 911 | 1.41
detailed placement | 0.193 | 910 | 1.00
global placement | 0.193 | 910 | 0.999
floorplan | - | 480 | 0.811
repair_timing:
item / CTS / global route
gates resized: 40 / 8
setup endpoints to repair: 16 / 8
setup buffers: 0 / 0
cloned: 0 / 0
area by class of cell:
type                    count  share of cell area
flip-flops and latches     16               0.552
repair buffers             35               0.305
well taps                  67              0.0963
clock buffers               3              0.0474
Power is estimated from default activity; no workload was simulated.
