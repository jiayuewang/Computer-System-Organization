### design.v
package lc3b_types;
typedef logic [15:0] lc3b_word;
typedef logic  [7:0] lc3b_byte;
typedef logic  [8:0] lc3b_offset9;
typedef logic  [5:0] lc3b_offset6;
typedef logic  [2:0] lc3b_reg;
typedef logic  [2:0] lc3b_nzp;
typedef logic  [1:0] lc3b_mem_wmask;
typedef enum bit [3:0] {
    op_add  = 4'b0001,
    op_and  = 4'b0101,
    op_br   = 4'b0000,
    op_jmp  = 4'b1100,    
    op_jsr  = 4'b0100,    
    op_ldb  = 4'b0010,
    op_ldi  = 4'b1010,
    op_ldr  = 4'b0110,
    op_lea  = 4'b1110,
    op_not  = 4'b1001,
    op_rti  = 4'b1000,
    op_shf  = 4'b1101,
    op_stb  = 4'b0011,
    op_sti  = 4'b1011,
    op_str  = 4'b0111,
    op_trap = 4'b1111
} lc3b_opcode;
typedef enum bit [3:0] {
    alu_add,
    alu_and,
    alu_not,
    alu_pass,
    alu_sll,
    alu_srl,
    alu_sra
} lc3b_aluop;
endpackage : lc3b_types
module badder #(parameter width = 16)
(
input [width-1:0] a, b,
output logic [width-1:0] f
);
always_comb
begin
f = a + b;
end
endmodule : badder
### constraint.sdc
current_design badder

set clk_period 13.2
set clk_io_pct 0.2

create_clock -name clk0 -period $clk_period

set non_clock_inputs [all_inputs -no_clocks]
set_input_delay [expr $clk_period * $clk_io_pct] -clock clk0 $non_clock_inputs
set_output_delay [expr $clk_period * $clk_io_pct] -clock clk0 [all_outputs]
### config.mk
export PLATFORM = sky130hd
export DESIGN_NAME = badder
export DESIGN_NICKNAME = badder
export VERILOG_FILES = /design/flow/design.v
export SDC_FILE = /design/flow/constraint.sdc
export NUM_CORES = 4
export LEC_CHECK = 1
export CORE_AREA = 10 10 77 77
export DIE_AREA = 0 0 87 87
### run.sh
#!/bin/bash
# OpenROAD 26Q1-2900-gdf79404cd8, Yosys 0.63+post, stock flow scripts
make -C /OpenROAD-flow-scripts/flow DESIGN_CONFIG=/design/flow/config.mk WORK_HOME=/design/flow/orfs finish
==> changes_impl.md <==
### Implementation results

- Worst vdd ir: around 19 uV
- Seq cells: 0
- First-pass GRT wire length: roughly 4.1 mm
- FP Core Util: about 17%
- Drt initial violations: 27
- Sw Pwr: ~0.000023 W
- Layout cells sized above 1: between 2 and 3%
- Buffers inserted by post-CTS timing repair: 0
- Crit path buf inv count: 2
- I/O pin count: around 48
- Area grow syn2layout: 75.3%
- Initial antenna violation count: 0
- Cell mode on critical path: clkdlybuf4s50_1
- Family with the most delay on the worst path: AND-OR/OR-AND gates
- # hold bufs at CTS: 0
- Hold path depth: 3
- Final setup TNS: 0 ns
- Post-CTS sizing: 0
- P_leak: about 0.5 nW
- Die width: ~87 um
- Sw Share: between 30% and 40%
- Register area: 0 um^2
- Total gr overflow: 0
- DPL Wire Length: roughly 2.3 mm
- Core ar.: between 4000 and 5000 um^2
- Tool warnings: 32
- Area share, top type: roughly a quarter
- Cells after Synth: between 90 and 100
- RSZ-0062 raised after global routing: false
- Worst slew pin tran: 0.457 ns
- Pin count of the biggest net entering global routing: 7
- Die H: just under 90 um
- Reg power frac: 0%
- Cell-internal power: around 0.000040 W
- Routed length per instance: around 12 um
- Combinational power share: about 100%
- Ant. Diodes: 0
- CP max FO: 3
- Fmax: ~130 MHz
- Worst setup path startpoint: a[0]
- CP endpoint: f[10]
- Via count: between 800 and 900
- Chip area: 7570 um^2
- Share of the yosys chip area belonging to registers: 0%
- Worst path slowest cell: clkdlybuf4s50_1
- Worst Path Class, Setup: input port to output port
- Area contributors post-synth: ha_1, xnor2_1, a21oi_1, xor2_1, o21ai_0
- Period minus WS final: ~7.9 ns
- Clk network pwr share: 0%
- Max Slew Vio Count: 0
- # clk buffers: 0
- Row cnt: 24
- Crit. End Element: output port
- WP data arrival: between 5 and 6 ns
- Final setup vio count: 0
- CP startpoint kind: input port
- Final hold violations: 0
- Post-route ant nets: 0
- Most frequent cells in the layout: clkdlybuf4s50_1, a21oi_1, ha_1, xnor2_1, nand2_1
- Max Cap Viol: 0
- Yosys warning tally: 1
- P per Cell Area: between 50 and 60 nW/um^2
- Rel. slew slack: between 60% and 70%
- Gpl congestion: around 0.8
- Cells in synth_stat.txt: between 90 and 100
- Non-filler cells, final: a little under 200
- Util after Layout: slightly below 30%
- Worst path cell trace: clkdlybuf4s50_1, ha_1, fa_1, a21o_2, a311oi_2, o21ai_0, a311oi_1, nor3_1, clkdlybuf4s50_1
- Crit path required time: between 10 and 15 ns
- Dpl cells: between 150 and 200
- DR vias/cell: 4.43
- Total Power: approximately 0.000064 W
- IO buf count: about 48
- Synth Cell Area: about 720 um^2
- DRT Wirelength: ~2.5 mm
- WP depth: 9
- Cell Type Count: 27
- Yosys top cell by area: ha_1
- Tot GR Track Use: 6.30%
- Syn_area_per_cell: between 7 and 8 um^2
- DRC viols: 0
- Yosys chip area: around 720 um^2
- Pre-antenna DRT Iters: 4
- Top cell excl fill/tap: clkdlybuf4s50_1
- Final Cycle Share: 60.2%
- Vias in the first global route: between 800 and 900
- Crit-path max cell delay: roughly 0.45 ns
- Hold/Removal Path Class: input port to output port
- Status: completed
-- cells by family after synthesis --
group | synth area share, %
compound gates | 35.2
simple gates | 15.0
fa+ha+maj | 28.7
xor+xnor | 18.1
buf+inv | 1.55
mux | 1.38
-- layout make-up --
cell class | instances | area, um^2
Inverter | 3 | 11.3
Timing Repair Buffer | 48 | 480
Multi-Input combinational cell | 95 | 713
Tap cell | 52 | 65.1
Fill cell | 464 | 3080
-- power groups by stage --
stage	Clock, W	Combinational, W	Sequential (W)
after CTS	0	0.0000652	0
final	0	0.0000639	0
after global routing	0	0.0000714	0
-- worst min-delay path by stage --
| stage | start | to | slack [ns] |
|---|---|---|---|
| CTS | b[0] | f[0] | 6.32 |
| global route | b[0] | f[0] | 6.34 |
| finish | b[0] | f[0] | 6.31 |
-- metal layers --
metal	part of all wire, %	GRT usage (%)	wire length [um]	vias up
met5	0	0	0	-
met4	0.57	0.442	14	0
met3	7.7	1.51	189	2
met2	45	10.3	1110	27
met1	47	8.55	1150	381
li1	-	-	-	467
-- synthesized netlist by cell type --
cell type,number
o41ai_2,1
o211ai_1,3
mux2i_1,1
xnor2_1,10
fa_1,1
xor2_1,5
nand3_1,4
nor3b_1,1
inv_1,3
a21oi_1,17
nand2_1,9
a311oi_1,1
a21o_2,1
o21ai_0,8
a21o_1,2
a211oi_1,1
o21bai_1,2
and3_1,1
or2_2,1
nor2_1,2
nor2b_1,2
a311oi_2,1
a211o_1,1
ha_1,15
nor3_1,3
o22ai_1,1
a31oi_1,1
-- worst min-delay path: stages --
cell             delay (ns)
clkdlybuf4s50_1        0.45
ha_1                   0.12
clkdlybuf4s50_1        0.46
-- metrics by stage --
step	worst slack [ns]	hold slack, ns	cell area [um^2]
after global placement	5.26	6.32	1270
after CTS	5.25	6.32	1270
after floorplan	6.31	5.35	724
after detailed placement	5.25	6.31	1270
after global routing	5.15	6.34	1270
final	5.26	6.31	1270
Power is estimated from default activity; no workload was simulated.
