==> run.sh <==
#!/bin/bash
# OpenROAD 26Q1-2900-gdf79404cd8, Yosys 0.63+post, stock flow scripts
make -C /OpenROAD-flow-scripts/flow DESIGN_CONFIG=/design/flow/config.mk WORK_HOME=/design/flow/orfs finish
==> design.v <==
package lc3b_types;
typedef logic [15:0] lc3b_word;
typedef logic  [7:0] lc3b_byte;
typedef logic  [8:0] lc3b_offset9;
typedef logic  [5:0] lc3b_offset6;
typedef logic  [2:0] lc3b_reg;
typedef logic  [2:0] lc3b_nzp;
typedef logic  [1:0] lc3b_mem_wmask;
typedef enum bit [3:0] {
    op_add  = 4'b0001,
    op_and  = 4'b0101,
    op_br   = 4'b0000,
    op_jmp  = 4'b1100,    
    op_jsr  = 4'b0100,    
    op_ldb  = 4'b0010,
    op_ldi  = 4'b1010,
    op_ldr  = 4'b0110,
    op_lea  = 4'b1110,
    op_not  = 4'b1001,
    op_rti  = 4'b1000,
    op_shf  = 4'b1101,
    op_stb  = 4'b0011,
    op_sti  = 4'b1011,
    op_str  = 4'b0111,
    op_trap = 4'b1111
} lc3b_opcode;
typedef enum bit [3:0] {
    alu_add,
    alu_and,
    alu_not,
    alu_pass,
    alu_sll,
    alu_srl,
    alu_sra
} lc3b_aluop;
endpackage : lc3b_types
module mux2 #(parameter width = 16)
(
input sel,
input [width-1:0] a, b,
output logic [width-1:0] f
);
always_comb
begin
if (sel == 0)
f = a;
else
f = b;
end
endmodule : mux2
==> constraint.sdc <==
current_design mux2

set clk_period 1.0
set clk_io_pct 0.2

create_clock -name clk0 -period $clk_period

set non_clock_inputs [all_inputs -no_clocks]
set_input_delay [expr $clk_period * $clk_io_pct] -clock clk0 $non_clock_inputs
set_output_delay [expr $clk_period * $clk_io_pct] -clock clk0 [all_outputs]
==> config.mk <==
export PLATFORM = sky130hd
export DESIGN_NAME = mux2
export DESIGN_NICKNAME = mux2
export VERILOG_FILES = /design/flow/design.v
export SDC_FILE = /design/flow/constraint.sdc
export NUM_CORES = 4
export LEC_CHECK = 1
export CORE_AREA = 10 10 70 70
export DIE_AREA = 0 0 80 80
==> results.txt <==
Num sequential: 0
Status: finished, violations left
Yosys cell count: 18
Internal Power: 234 uW
Fin crit share: 106%
Worst vdd ir: 0.151 mV
Drt pass-1 iters: 2
Post-synth seq share: 0%
Setup WS post-layout: -56.4 ps
Buffers on Ports: 49
Dominant logic cell types in the final layout: dlygate4sd2_1 (32), mux2_4 (16), buf_6 (11), buf_2 (5), buf_12 (2)
Final WL: 1410 microns
Post-Syn Instances: 18
Average wire per standard cell: 12.4 microns
Die H: 80 microns
Peak Freq: 947 MHz
Switching pwr: 67.4 uW
Filler instances: 374
Fin. max-slew vios: 0
Via count: 359
Clock buffer count: 0
Avg Synthesized Cell Area: 13.8 sq um
Leakage: 0.417 nW
Yosys synthesis chip area: 249 sq um
Top cells, area: mux2_4 (60%), mux2_2 (27%), buf_12 (8.0%)
Core occupancy in the finished layout: 23.3%
Top-area cell share: 60.3%
Comb gate area: 240 sq um
Worst-path fanout max: 8
DIE AREA: 6400 sq um
Failing checks: negative setup slack
Antenna-violating nets left: 0
Via density: 3.18
Max_slew headroom: 95.3%
Setup TNS: -817 ps
Gr ovfl total: 0
Hold buffer count at CTS: 0
Top Ports: 49
Dpl hpwl: 1220 microns
GRT Total Usage: 4.20%
Number of remaining DRC errors: 0
Place WS: -853 ps
Drt initial violations: 2
Post-CTS setup buffers: 0
Clock power frac: 0%
Vias in the first global route: 430
Layout area overhead: 219%
Initial antenna violation count: 0
OpenROAD warnings: 34
Critical Path Sink Type: output port
Layout cells sized above 1: 52.2%
Switch share: 22.4%
Worst path required time: 800 ps
Reg power frac: 0%
Critical setup path kind: in -> out
First-pass GRT wire length: 2190 microns
Hold crit path type: in -> out
Pin count of the biggest net entering global routing: 9
GPL Wtd Cong: 0.815
# rows: 21
Max Cap Viol: 0
Power per cell area: 379 nW/um^2
Die W: 80 microns
Synth cell types: 4
Top cell excl fill/tap: dlygate4sd2_1
Crit path DAT: 860 ps
Final setup fails: 16
Yosys warns: 1
Combinational Power Share: 100.0%
Worst-Margin Slew: 71.0 ps
Register area: 0 sq um
RSZ-0062 raised after global routing: yes
Worst hold margin: 794 ps
Netlist Area Pre-Place: 249 sq um
Init Core Util: 7.29%
Post-route minimum period: 1060 ps
Synth area leader: mux2_4
CP Launch Type: input port
Hold Vio Cnt, Final: 0
Core Region: 3420 sq um
Antenna cells: 0
[worst max-delay path, cell delays in order]
cell    delay (ps)
buf_12         110
buf_12         140
mux2_4         300
buf_6          110
[synthesized netlist by cell type]
cell and count:
mux2_4 10, buf_12 1, mux2_2 6, buf_6 1
[power groups by stage]
| stage | clock (mW) | sequential, mW | combinational [mW] |
|---|---|---|---|
| finish | 0 | 0 | 0.301 |
| global route | 0 | 0 | 0.326 |
| CTS | 0 | 0 | 0.286 |
[per-layer routing]
metal / global-route usage (%) / wire length, microns / up-vias
li1: - / - / 167
met1: 6.39 / 738 / 143
met2: 4.49 / 337 / 49
met3: 3.30 / 329 / 0
met4: 0 / 0 / 0
met5: 0 / 0 / -
[final timing paths]
path	from	to	slack (ps)	depth (start not counted)
min	a[5]	f[5]	790	3
max	sel	f[14]	-60	4
[timing repair]
action | in CTS | in global routing
resized | 102 | 5
endpoints found under the setup margin | 16 | 16
endpoints found under the hold margin | 0 | 0
gates cloned | 1 | 0
[final cells by class]
class	count	share of cell area, %
tap	46	7.24
multi-input combinational	16	30.2
timing repair buffer	51	62.5
[stage by stage]
step / cells / instance area [sq um] / total power, mW
after floorplan: 18 / 249 / 0.0893
after global placement: 112 / 786 / 0.319
after detailed placement: 112 / 786 / 0.319
after CTS: 113 / 763 / 0.286
after global routing: 113 / 795 / 0.326
final: 113 / 795 / 0.301
[cell families after synthesis]
kind of cell	after synthesis	synth area share (%)
muxes	16	87.4
buffers and inverters	2	12.6
Power and IR drop assume default switching activity.
